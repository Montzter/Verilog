==> design/flow/run.sh <==
#!/bin/bash
# OpenROAD 26Q1-2900-gdf79404cd8, Yosys 0.63+post, stock flow scripts
make -C /OpenROAD-flow-scripts/flow DESIGN_CONFIG=/design/flow/config.mk WORK_HOME=/design/flow/orfs finish
==> design/flow/config.mk <==
export PLATFORM = sky130hd
export DESIGN_NAME = SRAM_with_VGA_module
export DESIGN_NICKNAME = SRAM_with_VGA_module
export VERILOG_FILES = /design/flow/design.v
export SDC_FILE = /design/flow/constraint.sdc
export NUM_CORES = 4
export LEC_CHECK = 1
export CORE_UTILIZATION = 40
==> design/flow/constraint.sdc <==
current_design SRAM_with_VGA_module

set clk_period 3.3
set clk_io_pct 0.2

create_clock -name clk0 -period $clk_period [get_ports {CLOCK_50}]

set non_clock_inputs [all_inputs -no_clocks]
set_input_delay [expr $clk_period * $clk_io_pct] -clock clk0 $non_clock_inputs
set_output_delay [expr $clk_period * $clk_io_pct] -clock clk0 [all_outputs]
==> design/flow/design.v <==
module SRAM_with_VGA_module(
CLOCK_50,
SRAM_USE,
SRAM_WRITE,
SRAM_ADDRESS,
SRAM_DATA_IN,
SRAM_DATA_OUT,
VGA_ENABLE,
VGA_IMG_SELECT,
SRAM_ADDR,
SRAM_DQ,
SRAM_CE_N,
SRAM_OE_N,
SRAM_WE_N,
SRAM_UB_N,
SRAM_LB_N,
VGA_R,
VGA_G,
VGA_B,
VGA_CLK,
VGA_BLANK_N,
VGA_HS,
VGA_VS,
VGA_SYNC_N
);
input wire CLOCK_50, SRAM_USE, SRAM_WRITE, VGA_ENABLE;
input wire [1:0] VGA_IMG_SELECT;
input wire[19:0] SRAM_ADDRESS;
input wire [15:0] SRAM_DATA_IN;
output wire [15:0] SRAM_DATA_OUT;
output wire [19:0] SRAM_ADDR;
inout wire [15:0] SRAM_DQ;
output wire SRAM_CE_N,SRAM_OE_N,SRAM_WE_N,SRAM_UB_N,SRAM_LB_N;
output wire [7:0] VGA_R, VGA_G, VGA_B;
output reg VGA_CLK, VGA_HS, VGA_VS;
output wire VGA_BLANK_N, VGA_SYNC_N;
always @(posedge CLOCK_50)
	VGA_CLK <= ~VGA_CLK;
assign VGA_BLANK_N = (VGA_ENABLE && ~SRAM_USE)? (((CLOCK_COUNTER[10:0] >= 11'd285) && (CLOCK_COUNTER[10:0] <= 11'd1555))): 1'b0;
assign VGA_SYNC_N = 1'b0;
reg [19:0] StartPixel;
always @(VGA_IMG_SELECT[1:0])
	case(VGA_IMG_SELECT[1:0])
	2'b00: StartPixel[19:0] <= 20'd0;
	2'b01: StartPixel[19:0] <= 20'd307199;
	2'b11: StartPixel[19:0] <= 20'd614399;
	default:StartPixel[19:0] <= 20'd0;
	endcase
reg [10:0] CLOCK_COUNTER;
always @(posedge CLOCK_50) begin
	CLOCK_COUNTER <= (CLOCK_COUNTER[10:0] == 11'd1583)? 11'b0: CLOCK_COUNTER[10:0] + 1'b1;
	VGA_HS <= (CLOCK_COUNTER[10:0] > 11'd189);
end
reg [9:0] LineCounter;
always @(negedge VGA_HS) begin
	LineCounter <= (LineCounter == 10'd525)? 10'b0: LineCounter[9:0] + 1'b1;
	VGA_VS <= (LineCounter[9:0] > 10'd1);
end
reg[19:0] PIXELADDRESS;
always @(negedge VGA_CLK) begin
	if(~VGA_VS)
		PIXELADDRESS[19:0] <= StartPixel[19:0]; 
	else if((CLOCK_COUNTER[10:0] > 11'd284) && (CLOCK_COUNTER[10:0] < 11'd1554) && (LineCounter[9:0] > 10'd34) && (LineCounter[9:0] < 10'd515))
		PIXELADDRESS[19:0] <= PIXELADDRESS[19:0] + 1'b1;
end
assign VGA_R[7:0] = 8'b0;
assign VGA_G[7:0] = SRAM_DATA_OUT[13:6];
assign VGA_B[7:0] = 8'b0;
assign SRAM_ADDR[19:0] = (VGA_ENABLE && ~SRAM_USE)? PIXELADDRESS[19:0]: SRAM_ADDRESS[19:0];
assign SRAM_DATA_OUT[15:0] = SRAM_DQ[15:0];
assign SRAM_DQ[15:0] = SRAM_WRITE? SRAM_DATA_IN[15:0]: 16'bzzzzzzzzzzzzzzzz;
assign SRAM_CE_N = 1'b0;
assign SRAM_OE_N = 1'b0;
assign SRAM_WE_N = ~(SRAM_WRITE && SRAM_USE) ;
assign SRAM_UB_N = 1'b0;
assign SRAM_LB_N = 1'b0;
endmodule
==> ci_impl_report.md <==
### Flow metrics

| Metric | Value |
|---|---|
| Outcome | `completed` |
| Fill cells | `706` |
| # DRC | `0` |
| Top cell area share | `19.8%` |
| Distinct cell type count after synthesis | `45` |
| FF-to-FF End | `CLOCK_COUNTER[10]` |
| Port Buffer Count | `50` |
| Clk root buf | `clkbuf_8` |
| Vias | `2,060` |
| Mux frac, synth | `7.31%` |
| Crit Path Category | `in -> out` |
| Adder Share, Synth | `3.31%` |
| Die W | `89.0 µm` |
| Critical path arrival | `2.25 ns` |
| Clock-pin slew on the worst setup and hold paths | `0.05 ns` |
| Top comb family, area | `simple AND/OR/NAND/NOR gates` |
| Chip area in the Yosys report | `3030 µm²` |
| Setup TNS | `0 ns` |
| Worst vdd ir | `0.216 mV` |
| Ant. Diodes | `0` |
| Synth Cell Area | `3030 µm²` |
| Max Clock Skew | `0.00321 ns` |
| Syn_area_per_cell | `9.29 µm²` |
| Post-synth seq share | `35.7%` |
| DP Worst Slack | `0.411 ns` |
| Slew Limit Headroom | `53.8%` |
| Yosys simple share | `20.7%` |
| R2R setup slack | `1.60 ns` |
| Iteration-0 DRC Markers | `51` |
| CP required | `2.64 ns` |
| I/O pin total | `128` |
| Final hold violations | `0` |
| Total wire length | `5140 µm` |
| Worst min path class | `reg -> reg` |
| Fp_density | `41.5%` |
| Total number of H-tree levels | `1` |
| Final HPWL DP | `3790 µm` |
| CTS tree | `done` |
| Hold endpoint | `CLOCK_COUNTER[10]` |
| Yosys warns | `2` |
| Hold Path Stages | `1` |
| DR vias/cell | `4.78` |
| Worst-margin pin slew | `0.691 ns` |
| Largest net degree at the start of global routing | `27` |
| Row count | `31` |
| LEAKAGE | `1.24 nW` |
| Synth flops | `44` |
| Placer Congestion | `0.850` |
| DRT Pass-1 Iters | `4` |
| Unrepaired setup endpoints after global routing | `false` |
| Core Footprint | `7290 µm²` |
| DR WL/cell | `11.9 µm` |
| Chip Height | `89.0 µm` |
| Register-to-Register Path Depth | `5` |
| Pins Over Slew Limit | `0` |
| OpenROAD warnings | `30` |
| # resized after CTS | `0` |
| Hold_sp | `CLOCK_COUNTER[10]` |
| CTS Hold Bufs | `0` |
| Register pins left without a clock | `31` |
| Initial antenna violation count | `0` |
| Antenna-violating nets left | `0` |
| Setup Viol. Count Final | `0` |
| CP max FO | `25` |
| Post-CTS Setup Bufs | `0` |
| XORs/XNORs by Area | `7.52%` |
| AO/OA Area Share | `7.31%` |
| Later-pin clock latency in the skew report | `0.24 ns` |
| Fin crit share | `88.3%` |
| Max cap viols | `0` |
| Top area cell types | `edfxtp_1 20%, dfxtp_1 16%, buf_4 15%` |
| First-pass GRT wire length | `8070 µm` |
| Share of layout cells above drive strength 1 | `11.1%` |
| Worst r2r src | `CLOCK_COUNTER[0]` |
| GRT Total Usage | `13.0%` |
| Post-synth top area cell | `edfxtp_1` |
| # Cells Yosys | `326` |
| Pwr/cell area | `119 nW/µm²` |
| Number of global-route vias before repair | `1,720` |
| Crit path launch type | `input pin` |
| Worst Setup End Kind | `primary output` |
| CTS Buf Count | `3` |
| Die area | `7920 µm²` |
| Syn Inst Count | `326` |
| Max clock buf depth | `2` |
| Layout area overhead | `9.38%` |
| Endpoints left unconstrained | `52` |
| GR Overflow Total | `0` |
| Final worst slack | `0.386 ns` |
| Max Clk Rate | `343 MHz` |
| Fin crit period | `2.91 ns` |
layout by cell type, fill, tap and decap left out, types with 7 or more instances in the layout:
cell	instances
nand3_1	9
a21oi_1	19
edfxtp_1	20
nor3_1	7
conb_1	21
o21ai_0	9
mux2_2	17
nand2_1	21
clkdlybuf4s50_1	50
xnor2_1	20
dfxtp_1	24
inv_1	12
ha_1	8
nor4_1	7
nor2_1	22
metrics by stage:
stage               instance area, µm²  utilization [%]  hold slack, ns  cells  power, W
finish                            3310             45.4           0.499    431  0.000393
global route                      3310             45.4           0.520    431  0.000419
CTS                               3310             45.4           0.501    431  0.000398
detailed placement                3270             44.8           0.489    427  0.000259
global placement                  3270             44.8           0.479    427  0.000259
floorplan                         3100                -           0.462    346  0.000238
kinds of logic after synthesis:
kind of cell,Yosys count
buffers and inverters,83
XOR/XNOR,26
multiplexers,20
flip-flops,44
AND/OR/NAND/NOR,105
other,1
AND-OR/OR-AND,39
adder cells (fa/ha/maj),8
critical path: stages:
cell	delay, ns
clkdlybuf4s50_1	0.42
nand2b_1	0.19
buf_12	0.18
o21bai_1	0.16
a31oi_1	0.15
clkdlybuf4s50_1	0.50
power breakdown:
part           internal [W]  total (W)  switching, W  leakage [nW]
clock network     0.0000850   0.000138     0.0000529        0.0228
registers          0.000161   0.000161             0         0.360
logic             0.0000716  0.0000941     0.0000225         0.857
total              0.000318   0.000393     0.0000754          1.24
registers in the layout (all words and copies together) (netlist names):
register / count
VGA_VS: 1
VGA_HS: 1
LineCounter: 10
VGA_CLK: 1
CLOCK_COUNTER: 11
PIXELADDRESS: 20
cell usage after synthesis:
library cell,count
nor4_4,2
and2_1,1
ha_1,8
nor2b_1,3
and4bb_2,1
nor4_1,7
nor3_1,7
nor4b_1,1
mux2i_1,3
buf_1,1
or2_2,1
xor2_1,6
and3_1,1
o21bai_1,1
o21ai_0,10
nand2_1,21
a21oi_1,19
and3_2,1
a21o_1,2
or3_1,2
conb_1,1
or4_1,1
buf_2,3
nand2b_1,6
nand4_2,1
nand4_4,1
a31o_2,2
mux2_2,17
nand4_1,6
dfxtp_1,24
a31oi_1,2
buf_4,61
or4_4,2
and4_1,5
nand3b_1,2
or3_2,1
edfxtp_1,20
nor2_1,22
o2bb2ai_1,1
inv_1,12
xnor2_1,20
clkbuf_1,6
nor3_4,1
o31ai_1,2
nand3_1,9
worst max-delay path by stage:
stage,from,end,slack [ns]
CTS,SRAM_USE,VGA_BLANK_N,0.39
global route,SRAM_USE,VGA_BLANK_N,0.32
finish,SRAM_USE,VGA_BLANK_N,0.39
routing by layer:
metal	global-route usage [%]	vias up	routed length [µm]	share of wire, %
met3	1.97	4	295	5.7
met5	0	-	0	0
met4	1.01	0	19	0.37
li1	-	1061	-	-
met2	18.9	48	2150	42
met1	22.3	947	2680	52
layout make-up:
cell class              instances  area [µm²]  area share [%]
inverters                      12        45.0            1.36
flip-flops and latches         44        1080            32.6
clock buffers                   4        45.0            1.36
multi-input cells             219        1480            44.7
repair buffers                 53         536            16.2
well taps                      99         124            3.74
Power figures rest on the tool's default switching activity, not on a simulated workload.
