==> flow/design.v <==
module Debounce_Level_to_Pulse( 
Reset_N, 			 
CLK,					 
Signal_In,			 
Signal_Out,			 
);
input wire Reset_N, CLK, Signal_In;
output wire Signal_Out;
parameter Debounce_Length = 22'd2500000;  
wire Pulse_Signal;
HI_Level_to_Pulse l2p(
.Reset_N(Reset_N), 			 
.CLK(CLK),
.Signal_In(Signal_In),
.Pulse_Signal(Pulse_Signal),
);
defparam db1.Debounce_Length = Debounce_Length;
Debounce_Signal db1(
.Reset_N(Reset_N),
.CLK(CLK),
.Input_Signal(Pulse_Signal),
.Debounced_Signal(Signal_Out),
);	
endmodule
module Debounce_Signal(
Reset_N,
CLK,
Input_Signal,
Debounced_Signal,
LookForPulse,
CurrentCount,
);
input wire Reset_N, CLK, Input_Signal;
output reg Debounced_Signal;
output reg LookForPulse;
output reg [21:0]CurrentCount;
parameter Debounce_Length = 22'd2500000;
always @(negedge Reset_N or posedge CLK)
	if(~Reset_N) begin
		LookForPulse <= 1'b1;
		CurrentCount[21:0] <= Debounce_Length;
		end
	else 
		if(~LookForPulse) 
			if(CurrentCount[21:0] == 22'b0) begin  
				CurrentCount[21:0] <= Debounce_Length;  
				LookForPulse <= 1'b1;	 
				end
			else	 
				CurrentCount[21:0] <= CurrentCount[21:0] - 22'b1;
		else 
			LookForPulse <= ~Input_Signal;
always @(negedge Reset_N or posedge CLK)
	if(~Reset_N)
		Debounced_Signal <= 1'b0;
	else
		Debounced_Signal <= (LookForPulse)? Input_Signal: 1'b0;
endmodule
module HI_Level_to_Pulse(
Reset_N, 			 
CLK,
Signal_In,
Pulse_Signal,
);
input wire Reset_N, CLK, Signal_In;
output wire Pulse_Signal;
reg [1:0] Level_To_Pulse_FF;
always @(negedge Reset_N or posedge CLK)
	if(~Reset_N)
		Level_To_Pulse_FF[1:0] <= 2'b00;
	else
		Level_To_Pulse_FF[1:0] <= {Level_To_Pulse_FF[0],Signal_In};
assign Pulse_Signal = (Level_To_Pulse_FF[1] ^ Level_To_Pulse_FF[0]) & Signal_In;
endmodule
==> flow/run.sh <==
#!/bin/bash
# OpenROAD 26Q1-2900-gdf79404cd8, Yosys 0.63+post, stock flow scripts
make -C /OpenROAD-flow-scripts/flow DESIGN_CONFIG=/design/flow/config.mk WORK_HOME=/design/flow/orfs finish
==> flow/config.mk <==
export PLATFORM = sky130hd
export DESIGN_NAME = Debounce_Level_to_Pulse
export DESIGN_NICKNAME = Debounce_Level_to_Pulse
export VERILOG_FILES = /design/flow/design.v
export SDC_FILE = /design/flow/constraint.sdc
export NUM_CORES = 4
export LEC_CHECK = 1
export CORE_AREA = 10 10 92 92
export DIE_AREA = 0 0 102 102
==> flow/constraint.sdc <==
current_design Debounce_Level_to_Pulse

set clk_period 3.7
set clk_io_pct 0.2

create_clock -name clk0 -period $clk_period [get_ports {CLK}]

set non_clock_inputs [all_inputs -no_clocks]
set_input_delay [expr $clk_period * $clk_io_pct] -clock clk0 $non_clock_inputs
set_output_delay [expr $clk_period * $clk_io_pct] -clock clk0 [all_outputs]
==> reports/metrics.csv <==
stage,metric,value,unit
final_layout,Layout area overhead,12.46,%
grt,initial antenna violation count,0,
final_layout,Layout fillers,691,
detailed_routing,first-pass detailed-route iteration total,4,
synthesis,Syn Std Cell Area,1325,µm²
floorplanning,die area,10400,µm²
worst_setup_path,Critical Path Start,db1.CurrentCount[4],
floorplanning,Initial Util,20.52,%
clocking,Clock H-tree levels,1,
synthesis,yosys stat area,1325,µm²
final_timing,setup TNS,0,ps
synthesis,ys cells,124,
final_timing,Final Hold Viols,0,
worst_setup_path,CP startpoint kind,flop,
placed_design,DP Cell Count,202,
clocking,CTS sink cnt,26,
power,Power Dens Cells,556.8,nW/µm²
clocking,cts bufs inserted,3,
worst_setup_path,worst-path fanout max,11,
placed_design,HPWL Detailed,1578,µm
grt,vias in the first global route,906,
worst_setup_path,WP data required,3850,ps
worst_hold_path,Hold Path Stages,0,
detailed_routing,drt initial violations,24,
final_timing,relative slew slack,40.94,%
floorplanning,IO Count,4,
final_timing,crit path time final,2285,ps
final_layout,"Core Util, Final",23.07,%
worst_setup_path,critical path endpoint category,flop,
final_timing,Peak Freq,437.6,MHz
placed_design,dpl cell area,1445,µm²
final_layout,Non-Filler Instances,206,
worst_setup_path,Worst Reg-to-Reg Cells,4,
synthesis,Mapped Cells,124,
grt,Total Routing Usage GR,4.683,%
clocking,clock tree buffer depth,2,
clocking,post-CTS setup buffer count,0,
detailed_routing,Final ANT Viol Nets,0,
synthesis,Synth cell types,41,
clocking,CTS Root Buffer Type,clkbuf_8,
worst_setup_path,critical path class,flop to flop,
floorplanning,die width,102,µm
grt,global-route wire length before repair,4195,µm
worst_setup_path,reg-to-reg startpoint,db1.CurrentCount[4],
worst_setup_path,r2r setup slk,1410,ps
detailed_routing,via count,895,
final_timing,WHS,411.8,ps
grt,grt total ovfl,0,
outcome,run status,"finished, final reports clean",
final_layout,final instance area,1490,µm²
worst_hold_path,hold endpoint,l2p.Level_To_Pulse_FF[1],
placed_design,port bufs,3,
clocking,Clock Pin Slew Worst Setup and Hold Paths,90,ps
detailed_routing,Antenna diodes,0,
final_timing,worst slew pin tran,878.6,ps
final_timing,cycle use final,61.77,%
final_timing,Setup Viol. Count Final,0,
worst_setup_path,worst flop-to-flop path endpoint,db1.CurrentCount[20],
clocking,Hold Buf Count CTS,0,
clocking,Late-Pin Clk Latency,260,ps
worst_hold_path,HP Start,l2p.Level_To_Pulse_FF[0],
final_timing,Slew Limit Fails,0,
final_timing,Fin Clk Skew,6.187,ps
worst_setup_path,Worst Path Arrival,2430,ps
synthesis,syn avg cell area,10.69,µm²
run,tool warnings,25,
floorplanning,FP Rows,29,
final_layout,layout cells sized above 1,19.38,%
detailed_routing,Via density,4.345,
final_timing,RSZ-0062 raised after global routing,no,
floorplanning,Die Y,102,µm
run,Max Cap Viol,0,
worst_hold_path,hold crit path type,flop to flop,
clocking,CTS tree,yes,
grt,largest net degree at the start of global routing,27,
detailed_routing,drt total wl,2204,µm
placed_design,Final GP Congestion,0.7973,
synthesis,Post-synth seq share,49.95,%
power,Lkg Pwr,0.5677,nW
floorplanning,Core Region,6459,µm²
detailed_routing,DRC viols,0,
detailed_routing,post-DR wirelength/cell,10.70,µm
synthesis,Synth Warn #,2,
synthesis,flops out of synthesis,26,
clocking,Resize count post-CTS,0,
power,maximum vdd drop,0.2981,mV
[report_power, final]
| group | internal [mW] | leakage [nW] | total [mW] | switching, mW |
|---|---|---|---|---|
| registers | 0.363 | 0.315 | 0.449 | 0.0868 |
| logic | 0.107 | 0.230 | 0.221 | 0.114 |
| clock network | 0.0769 | 0.0228 | 0.159 | 0.0824 |
| total | 0.547 | 0.568 | 0.830 | 0.283 |
[area by class of cell]
cell class,instances,area [µm²],share of cell area (%)
clock buffers,4,45.04,3.023
inverters,2,7.507,0.5038
multi-input cells,93,641.9,43.07
flip-flops and latches,26,661.9,44.42
well taps,77,96.34,6.465
repair buffers,4,37.54,2.519
[worst max-delay path, stage by stage, from the launching register on]
cell and delay (ps):
dfrtp_1 410, nor4_2 790, nand2_1 310, nor4_1 290, mux2_1 350
[logic make-up (layout without fill, tap and decap cells)]
kind of cell,Yosys count,in the layout,synth area share (%)
and+or+nand+nor,63,63,30.03
DFF,26,26,49.95
AOI/OAI and AO/OA,15,15,7.838
xor gates and xnor gates,12,12,7.932
buffers and inverters,5,10,1.605
muxes,2,2,1.700
adders and majority gates,1,1,0.9441
[sequential cells by signal, indices dropped and copies added (netlist names)]
name                   count
db1.Debounced_Signal       1
db1.LookForPulse           1
l2p.Level_To_Pulse_FF      2
db1.CurrentCount          22
[cells in the mapped netlist]
cell	n	area share, %
a21oi_1	2	0.76
and4_1	1	0.66
nor2b_1	2	0.94
nor4_1	4	1.9
o31ai_1	4	2.3
or2_2	1	0.47
dfrtp_1	17	32
and2_2	1	0.57
nor4b_2	1	1.1
inv_1	2	0.57
nand2b_1	3	1.4
or4_4	1	0.85
nand2_4	1	0.85
nand3_2	1	0.76
ha_1	1	0.94
a211oi_1	1	0.57
nand3b_1	1	0.57
o311a_1	1	0.76
mux2_2	1	0.85
o21a_1	1	0.57
o21ba_2	1	0.76
dfstp_2	9	18
nor3_1	5	1.9
clkbuf_1	1	0.28
nand3_1	3	1.1
nand4b_1	1	0.66
nor4_2	2	1.9
nand4_1	4	1.9
xnor2_1	4	2.6
nor4b_1	1	0.66
or3_1	5	2.4
nor2_1	10	2.8
buf_2	2	0.76
and3_1	4	1.9
nand2_1	9	2.5
nor4_4	1	1.6
a21oi_2	1	0.66
o21ai_0	4	1.5
mux2_1	1	0.85
xor2_1	8	5.3
or4_1	1	0.57
[how the worst max path moves through the flow]
stage / endpoint / slack (ps) / depth (start not counted)
global route: db1.CurrentCount[20] / 1140 / 4
finish: db1.CurrentCount[20] / 1410 / 4
CTS: db1.CurrentCount[20] / 1430 / 4
[stage by stage]
step                total power, mW  setup slack [ps]
detailed placement           0.6748              1456
global placement             0.6727              1503
finish                       0.8297              1415
global route                 0.9040              1142
CTS                          0.8401              1426
floorplan                    0.6204              1966
[cells in the final DEF, fill, tap and decap left out, types with 2 or more instances in the layout]
master           Yosys  layout
inv_1                2       2
and3_1               4       4
xor2_1               8       8
nand2_1              9       9
a21oi_1              2       2
nand3_1              3       3
nand2b_1             3       3
clkdlybuf4s50_1      0       3
xnor2_1              4       4
nor2b_1              2       2
nor4_2               2       2
or3_1                5       5
nor4_1               4       4
dfrtp_1             17      17
dfstp_2              9       9
nor2_1              10      10
o31ai_1              4       4
nor3_1               5       5
o21ai_0              4       4
clkbuf_8             0       3
nand4_1              4       4
[routing by layer]
layer / wire (µm) / up-vias / global-route usage, %
met2: 971 / 7 / 7.457
met1: 1157 / 424 / 6.695
li1: - / 462 / -
met4: 25 / 0 / 0.8677
met5: 0 / - / 0
met3: 49 / 2 / 0.6817
Power is estimated from default activity; no workload was simulated.
