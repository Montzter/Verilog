File: /design/flow/config.mk
export PLATFORM = sky130hd
export DESIGN_NAME = UART
export DESIGN_NICKNAME = UART
export VERILOG_FILES = /design/flow/design.v
export SDC_FILE = /design/flow/constraint.sdc
export NUM_CORES = 4
export LEC_CHECK = 1
export CORE_UTILIZATION = 30
File: /design/flow/constraint.sdc
current_design UART

set clk_period 2.8
set clk_io_pct 0.2

create_clock -name clk0 -period $clk_period [get_ports {Clock}]

set non_clock_inputs [all_inputs -no_clocks]
set_input_delay [expr $clk_period * $clk_io_pct] -clock clk0 $non_clock_inputs
set_output_delay [expr $clk_period * $clk_io_pct] -clock clk0 [all_outputs]
File: /design/flow/design.v
module UART(
Clock,
Reset_N,
RX_Line,
TX_Line,
RX_Byte,
RX_Ready,
TX_Byte,
TX_Ready,
TX_Busy,
BaudSel,
);
parameter BaudRate = 115200;
input wire Clock;
input wire Reset_N;
input wire RX_Line;
output wire TX_Line;
output wire [7:0] RX_Byte;
output wire RX_Ready;
input wire [7:0] TX_Byte;
input wire TX_Ready;
output wire TX_Busy;
input wire [3:0] BaudSel;
wire BC;
generate
	case(BaudRate)
	300: 
		begin
		parameter BaudFreq = 3;
		parameter BaudLimit = 31247;	
		end
	600: 
		begin
		parameter BaudFreq = 3;
		parameter BaudLimit = 15622;	
		end
	1200: 
		begin
		parameter BaudFreq = 6;
		parameter BaudLimit = 15613;	
		end
	2400: 
		begin
		parameter BaudFreq = 12;
		parameter BaudLimit = 15613;	
		end
	4800: 
		begin
		parameter BaudFreq = 24;
		parameter BaudLimit = 15601;	
		end
	9600: 
		begin
		parameter BaudFreq = 48;
		parameter BaudLimit = 15577;	
		end
	14400: 
		begin
		parameter BaudFreq = 72;
		parameter BaudLimit = 15553;	
		end
	19200: 
		begin
		parameter BaudFreq = 96;
		parameter BaudLimit = 15529;	
		end
	38400: 
		begin
		parameter BaudFreq = 192;
		parameter BaudLimit = 15433;	
		end
	57600: 
		begin
		parameter BaudFreq = 288;
		parameter BaudLimit = 15337;	
		end
	115200: 
		begin
		parameter BaudFreq = 576;
		parameter BaudLimit = 15049;	
		end
	default: 
		begin
		parameter BaudFreq = 576;
		parameter BaudLimit = 15049;	
		end
	endcase
	uart_top UART1
	(
		.clock(Clock), 
		.reset(~Reset_N),
		.ser_in(RX_Line), 
		.ser_out(TX_Line),
		.rx_data(RX_Byte[7:0]), 
		.new_rx_data(RX_Ready), 
		.tx_data(TX_Byte[7:0]), 
		.new_tx_data(TX_Ready), 
		.tx_busy(TX_Busy), 
		.baud_freq(BaudFreq), 
		.baud_limit(BaudLimit), 
		.baud_clk(BC) 
	);	
endgenerate
endmodule
module uart_top 
(
	clock, reset,
	ser_in, ser_out,
	rx_data, new_rx_data, 
	tx_data, new_tx_data, tx_busy, 
	baud_freq, baud_limit, 
	baud_clk 
);
input 			clock;			 
input 			reset;			 
input			ser_in;			 
output			ser_out;		 
input	[7:0]	tx_data;		 
input			new_tx_data;	 
output 			tx_busy;		 
output	[7:0]	rx_data;		 
output 			new_rx_data;	 
input	[11:0]	baud_freq;	 
input	[15:0]	baud_limit;
output			baud_clk;
wire ce_16;		 
assign baud_clk = ce_16;
baud_gen baud_gen_1
(
	.clock(clock), .reset(reset), 
	.ce_16(ce_16), .baud_freq(baud_freq), .baud_limit(baud_limit)
);
uart_rx uart_rx_1 
(
	.clock(clock), .reset(reset), 
	.ce_16(ce_16), .ser_in(ser_in), 
	.rx_data(rx_data), .new_rx_data(new_rx_data) 
);
uart_tx  uart_tx_1
(
	.clock(clock), .reset(reset), 
	.ce_16(ce_16), .tx_data(tx_data), .new_tx_data(new_tx_data), 
	.ser_out(ser_out), .tx_busy(tx_busy) 
);
endmodule
module baud_gen 
(
	clock, reset, 
	ce_16, baud_freq, baud_limit 
);
input 			clock;		 
input 			reset;		 
output			ce_16;		 
input	[11:0]	baud_freq;	 
input	[15:0]	baud_limit;
reg ce_16;
reg [15:0]	counter;
always @ (posedge clock or posedge reset)
begin
	if (reset) 
		counter <= 16'b0;
	else if (counter >= baud_limit) 
		counter <= counter - baud_limit;
	else 
		counter <= counter + baud_freq;
end
always @ (posedge clock or posedge reset)
begin
	if (reset)
		ce_16 <= 1'b0;
	else if (counter >= baud_limit) 
		ce_16 <= 1'b1;
	else 
		ce_16 <= 1'b0;
end 
endmodule
module uart_rx 
(
	clock, reset,
	ce_16, ser_in, 
	rx_data, new_rx_data 
);
input 			clock;			 
input 			reset;			 
input			ce_16;			 
input			ser_in;			 
output	[7:0]	rx_data;		 
output 			new_rx_data;	 
wire ce_1;		 
wire ce_1_mid;	 
reg	[7:0] rx_data;
reg	new_rx_data;
reg [1:0] in_sync;
reg rx_busy; 
reg [3:0]	count16;
reg [3:0]	bit_count;   
reg [7:0]	data_buf;
always @ (posedge clock or posedge reset)
begin 
	if (reset) 
		in_sync <= 2'b11;
	else 
		in_sync <= {in_sync[0], ser_in};
end 
always @ (posedge clock or posedge reset)
begin
	if (reset) 
		count16 <= 4'b0;
	else if (ce_16) 
	begin 
		if (rx_busy | (in_sync[1] == 1'b0))
			count16 <= count16 + 4'b1;
		else 
			count16 <= 4'b0;
	end 
end 
assign ce_1 = (count16 == 4'b1111) & ce_16;
assign ce_1_mid = (count16 == 4'b0111) & ce_16;
always @ (posedge clock or posedge reset)
begin 
	if (reset)
		rx_busy <= 1'b0;
	else if (~rx_busy & ce_1_mid)
		rx_busy <= 1'b1;
	else if (rx_busy & (bit_count == 4'h8) & ce_1_mid)   
		rx_busy <= 1'b0;
end 
always @ (posedge clock or posedge reset) 
begin 
	if (reset)
		bit_count <= 4'h0;
	else if (~rx_busy) 
		bit_count <= 4'h0;
	else if (rx_busy & ce_1_mid)
		bit_count <= bit_count + 4'h1;
end 
always @ (posedge clock or posedge reset)
begin 
	if (reset)
		data_buf <= 8'h0;
	else if (rx_busy & ce_1_mid)
		data_buf <= {in_sync[1], data_buf[7:1]};
end 
always @ (posedge clock or posedge reset)
begin 
	if (reset) 
	begin 
		rx_data <= 8'h0;
		new_rx_data <= 1'b0;
	end 
	else if (rx_busy & (bit_count == 4'h8) & ce_1) 
	begin 
		rx_data <= data_buf;
		new_rx_data <= 1'b1;
	end 
	else 
		new_rx_data <= 1'b0;
end 
endmodule
module uart_tx  
(
	clock, reset,
	ce_16, tx_data, new_tx_data, 
	ser_out, tx_busy
);
input 			clock;			 
input 			reset;			 
input			ce_16;			 
input	[7:0]	tx_data;		 
input			new_tx_data;	 
output			ser_out;		 
output 			tx_busy;		 
wire ce_1;		 
reg ser_out;
reg tx_busy;
reg [3:0]	count16;
reg [3:0]	bit_count;
reg [8:0]	data_buf;
always @ (posedge clock or posedge reset)
begin
	if (reset) 
		count16 <= 4'b0;
	else if (tx_busy & ce_16)
		count16 <= count16 + 4'b1;
	else if (~tx_busy)
		count16 <= 4'b0;
end 
assign ce_1 = (count16 == 4'b1111) & ce_16;
always @ (posedge clock or posedge reset)
begin
	if (reset) 
		tx_busy <= 1'b0;
	else if (~tx_busy & new_tx_data)
		tx_busy <= 1'b1;
	else if (tx_busy & (bit_count == 4'h9) & ce_1)
		tx_busy <= 1'b0;
end 
always @ (posedge clock or posedge reset)
begin
	if (reset) 
		bit_count <= 4'h0;
	else if (tx_busy & ce_1)
		bit_count <= bit_count + 4'h1;
	else if (~tx_busy) 
		bit_count <= 4'h0;
end 
always @ (posedge clock or posedge reset)
begin
	if (reset) 
		data_buf <= 9'b0;
	else if (~tx_busy)
		data_buf <= {tx_data, 1'b0};
	else if (tx_busy & ce_1)
		data_buf <= {1'b1, data_buf[8:1]};
end 
always @ (posedge clock or posedge reset)
begin
	if (reset) 
		ser_out <= 1'b1;
	else if (tx_busy)
		ser_out <= data_buf[0];
	else 
		ser_out <= 1'b1;
end 
endmodule
File: /design/flow/run.sh
#!/bin/bash
# OpenROAD 26Q1-2900-gdf79404cd8, Yosys 0.63+post, stock flow scripts
make -C /OpenROAD-flow-scripts/flow DESIGN_CONFIG=/design/flow/config.mk WORK_HOME=/design/flow/orfs finish
==> results.py <==
# Flow results
metrics = {
    "synth": {
        "syn_inst": 177,
        "top_area_cell": "dfrtp_1",
        "syn_area_sq_um": 2090,
        "top_cell": "dfrtp_1",
        "ys_types": 38,
        "ys_cells": 177,
        "yosys_area_sq_um": 2090,
        "synthTopCellsByCount": "45 x dfrtp_1, 22 x nand2_1, 15 x nor2_1",
        "top_cells_by_area": "dfrtp_1 54%, mux2_4 5.7%, mux2_2 4.8%",
        "yosysWarningCount": 9,
        "synthArstFlopShare_pct": 100,
        "flop_cell": "dfrtp_1",
        "edf_count": 0,
        "synth.top_cell.area_share_pct": 53.8,
        "synth_flops": 48,
        "synth.avg_cell_area_sq_um": 11.8,
        "synth_seq_share_pct": 57.6,
    },
    "floorplan": {
        "die_h_um": 85.5,
        "ios": 27,
        "die_width_um": 85.5,
        "num_rows": 30,
        "fp-utilization_pct": 31.0,
        "core_area_sq_um": 6760,
        "dieArea_sq_um": 7310,
    },
    "critical_path": {
        "critPathSlowestCell": "dfrtp_1",
        "crit_chain": "nand4_1 > nor4b_1 > nor2_1",
        "arrival_ps": 2050,
        "crit_type": "flip-flop to flip-flop",
        "cp-start-kind": "flip-flop",
        "rr_endpoint": "UART1.uart_tx_1.tx_busy$_DFFE_PN0P_",
        "critPathRequiredTime_ps": 2990,
        "slowest_delay_ps": 670,
        "critPathMaxFanout": 15,
        "reg2reg_slack_ps": 940,
        "timing.rr.start": "UART1.baud_gen_1.ce_16$_DFF_PN0_",
        "crit_path_start": "UART1.baud_gen_1.ce_16$_DFF_PN0_",
        "crit_end": "UART1.uart_tx_1.tx_busy$_DFFE_PN0P_",
        "rr_worst_depth": 3,
        "worst_setup_path_end_kind": "flip-flop",
    },
    "run_status": {
        "outcome": "complete, no violations",
    },
    "final_timing": {
        "grt_setup_unrepaired": "false",
        "slew_violations": 0,
        "fmax_mhz": 537,
        "setup_viol": 0,
        "max_slew_margin_pct": 56.5,
        "skew_ps": 9.15,
        "finalCriticalPeriod_ps": 1860,
        "worst_slack_ps": 937,
        "finalHoldViolCount": 0,
        "worstMarginPinSlew_ps": 653,
        "fin_tns_setup_ps": 0,
        "period_used_pct": 66.5,
    },
    "pwr": {
        "p_per_area_nw_per_um2": 713,
        "leakage_nw": 1.16,
        "irDropWorstVdd_v": 0.000244,
    },
    "finish": {
        "logic_area_sq_um": 830,
        "fillers": 660,
        "regArea_sq_um": 1200,
        "final_layout_size_suffix_gt1_share_pct": 16.3,
        "area_growth_syn_to_layout_pct": 19.9,
    },
    "clock_tree": {
        "clk_pin_slew_ps": 90,
        "cts_buffer_depth": 2,
        "cts_tree": "done",
        "clkSinkCount": 48,
        "clk_latency_ps": 300,
        "ctsHoldBuffers": 0,
        "postCtsSetupBuffers": 0,
        "cts_resized": 0,
        "cts_max_level": 2,
        "ctsRootBufferMaster": "clkbuf_8",
        "numCtsBuffers": 5,
    },
    "place": {
        "dp_hpwl_mm": 2.10,
        "portBuffers": 22,
        "place_congestion": 0.709,
        "pre_cts_slack_ps": 952,
    },
    "run": {
        "drv_cap": 0,
        "log.warning_count": 31,
    },
    "route": {
        "avgRoutedWirePerCell_um": 11.7,
        "routed_via_density": 4.70,
        "antenna_cells": 0,
        "ant_nets": 0,
        "dr_total_vias": 1326,
        "drt_iter0_markers": 56,
        "dr.pass1.iters": 3,
        "drt-total-wl_mm": 3.31,
        "drc_errors": 0,
    },
    "global_routing": {
        "grt_max_degree": 30,
        "grt.overflow.total": 0,
        "grt_first_pass_wirelength_mm": 5.98,
        "grt_antenna_before_repair": 0,
        "grtUsageTotal_pct": 10.2,
        "grt_pass1_vias": 1265,
    },
    "worst_hold_path": {
        "hold_class": "input pin to async pin",
    },
}
## cells in the final DEF (no fill, tap or decap), types with 6 or more instances in the layout
| master | n |
|---|---|
| clkdlybuf4s50_1 | 21 |
| ha_1 | 6 |
| nand2_1 | 22 |
| dfrtp_1 | 45 |
| mux2_4 | 8 |
| inv_1 | 6 |
| clkbuf_8 | 6 |
| mux2_2 | 9 |
| a31oi_1 | 7 |
| nor2_1 | 15 |
## per-layer routing
layer | share of wire (%) | GRT usage, % | up-vias
met1 | 51 | 16.7 | 655
met3 | 2.6 | 1.76 | 6
met5 | 0 | 0 | -
li1 | - | - | 645
met4 | 2.1 | 1.52 | 0
met2 | 44 | 15.0 | 20
## worst min path at each step
stage,from,to,slack (ps)
6_report,Reset_N,UART1.uart_tx_1.data_buf[3]$_DFFE_PN0P_,270
5_1_grt,Reset_N,UART1.uart_tx_1.data_buf[3]$_DFFE_PN0P_,320
4_1_cts,Reset_N,UART1.uart_tx_1.data_buf[3]$_DFFE_PN0P_,300
## flip-flops by register name, indices dropped and copies added (netlist names)
signal / flops
UART1.uart_tx_1.ser_out: 1
UART1.uart_rx_1.rx_busy: 1
UART1.uart_rx_1.data_buf: 8
UART1.uart_rx_1.rx_data: 8
UART1.uart_tx_1.tx_busy: 1
UART1.uart_rx_1.count16: 4
UART1.uart_tx_1.count16: 4
UART1.uart_rx_1.new_rx_data: 1
UART1.uart_rx_1.in_sync: 2
UART1.baud_gen_1.ce_16: 1
UART1.uart_tx_1.bit_count: 4
UART1.uart_tx_1.data_buf: 9
UART1.uart_rx_1.bit_count: 4
## layout make-up
cell class	count	share of cell area (%)
clock buffers	6	3.29
clock inverters	2	1.55
flip-flops and latches	48	48.0
multi-input cells	116	33.1
repair buffers	24	9.18
well taps	80	3.99
inverters	6	0.898
## power by group
group          internal, mW  switching (mW)
Sequential            0.840           0.102
Combinational         0.176           0.146
Clock                 0.292           0.233
Total                  1.31           0.481
## stage by stage
| step | cell area (sq um) | util [%] | cells | power, mW | hold slack (ps) |
|---|---|---|---|---|---|
| floorplan | 2090 | - | 177 | 1.18 | 264 |
| global placement | 2390 | 35.3 | 274 | 1.27 | 346 |
| detailed placement | 2390 | 35.3 | 274 | 1.28 | 347 |
| CTS | 2510 | 37.1 | 282 | 1.81 | 295 |
| global route | 2510 | 37.1 | 282 | 1.92 | 323 |
| finish | 2510 | 37.1 | 282 | 1.79 | 274 |
## cells by family after synthesis
group	count (synthesis)	synth area share [%]
adders and majority gates	6	3.59
AOI/OAI and AO/OA	21	6.16
xor gates and xnor gates	5	2.09
and+or+nand+nor	63	15.6
DFF	48	57.6
other	1	0.179
buffers and inverters	13	2.75
muxes	20	12.0
## worst max-delay path, delay by kind of cell (launching register included)
kind | cells | cell delay, ps
flip-flops | 1 | 670
AND/OR/NAND/NOR | 3 | 1080
Power is estimated from default activity; no workload was simulated.
